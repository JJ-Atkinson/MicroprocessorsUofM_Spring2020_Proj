==> ./design.v <==
module dataMemory #(parameter M = 32)(CLK, WE, A, RD, WD);
  input logic CLK;
  input logic [M-1:0] WD;  
  input logic WE;  
  input logic [M-1:0] A; 
  output logic [M-1:0] RD;
  logic [M-1:0]RAM[2**M-1:0];
  assign RD = RAM[A[M-1:2]];  
  always_ff @(posedge CLK)
    if(WE)
      RAM[A[M-1:2]] <= WD;
endmodule
==> ./run.sh <==
#!/bin/bash
# OpenROAD 26Q1-2900-gdf79404cd8, Yosys 0.63+post, stock flow scripts
make -C /OpenROAD-flow-scripts/flow DESIGN_CONFIG=/design/flow/config.mk WORK_HOME=/design/flow/orfs finish
==> ./config.mk <==
export PLATFORM = sky130hd
export DESIGN_NAME = dataMemory
export DESIGN_NICKNAME = dataMemory
export VERILOG_FILES = /design/flow/design.v
export SDC_FILE = /design/flow/constraint.sdc
export NUM_CORES = 4
export LEC_CHECK = 1
export CORE_UTILIZATION = 40
==> ./constraint.sdc <==
current_design dataMemory

set clk_period 7.9
set clk_io_pct 0.2

create_clock -name clk0 -period $clk_period [get_ports {CLK}]

set non_clock_inputs [all_inputs -no_clocks]
set_input_delay [expr $clk_period * $clk_io_pct] -clock clk0 $non_clock_inputs
set_output_delay [expr $clk_period * $clk_io_pct] -clock clk0 [all_outputs]
==> metrics.yaml <==
run_status:
  status: "finished, final reports clean"
flow_run:
  warning_count: 27
  max-cap-violations: 0
power:
  p_clk_share_pct: 40.3
  internal_power_mw: 0.588
  leakage_nw: 1.21
  power_switching_share_pct: 17.9
  ir_drop_mv: 0.127
  p_comb_share_pct: 7.6
  total_power_mw: 0.716
  p_switching_mw: 0.128
  seqPwrFrac_pct: 52.1
  p_per_area_mw_per_mm2: 193
cells_and_area:
  nFillCells: 430
  areaGrowthSynthToFinish_pct: 51.4
  layout-drive-gt1-share_pct: 22.3
die:
  die_w_um: 80.2
  fp_util_pct: 41.3
  coreArea_sq_mm: 0.00592
  num_rows: 28
  die_h_um: 80.2
  boundaryPins: 98
  dieArea_sq_mm: 0.00643
critical_path:
  worstPathRequired_ps: 6320
  end_kind: "output pin"
  start_kind: "input pin"
  worstPathArrival_ps: 3040
  crit_buf_inv: 2
  critPathKind: "input pin to output pin"
  crit_family: "buffers and inverters"
  cp_cell_sequence: "buf_2 > mux2_2 > clkdlybuf4s50_1"
  slowest_stage: "buf_2"
  cp_max_fo: 34
  critPathMaxStageDelay_ps: 610
global_route:
  grt_pass1_vias: 1462
  antenna_found_initial: 0
  grt_start_max_net_pins: 35
  grt-ovfl-total: 0
  grt_usage_pct: 15.4
  grt_pass1_wl_mm: 6.89
clock_network:
  postCtsResizedCells: 0
  numClockSinks: 64
  cts_setup_buffers: 0
  cts_hold_buf: 0
  root_buffer: "clkbuf_8"
  clkTransAtPathRegs_ps: 70
  cts_max_path_buffers: 2
  cts_buffers: 9
  cts_tree: "done"
  h-tree-depth: 3
synth:
  ys_seq_share_pct: 78.6
  syn_area_sq_mm: 0.00244
  ys_area_sq_mm: 0.00244
  synth_cell_types: 12
  synth_flops: 64
  syn-instance-count: 121
  yosys_cells: 121
  syn_area_per_cell_sq_um: 20.2
  yosys_warnings: 1
detailed_routing:
  first_pass_iters: 4
  wl_per_cell_um: 15.3
  detail-route-antenna-nets: 0
  antenna_cells: 0
  detail_route.vias_per_cell: 4.95
  drtIter0Drc: 75
  vias: 1504
  drt_wl_total_mm: 4.64
  drc: 0
placement:
  dpl.hpwl_mm: 2.92
  portBuffers: 95
  routabilityCongestion: 0.657
hold_path:
  hp-class: "input pin to flop"
timing:
  setup-tns-final_ps: 0
  finalCritPeriodShare_pct: 58.5
  finalSetupViolations: 0
  hold_viol: 0
  maxSlewHeadroom_pct: 46.8
  max_slew.worst_pin.slew_ps: 798
  fmax_ghz: 0.216
  rsz0062_at_grt: "no"
  slew_violations: 0
  period_needed_ps: 4620
## path summary, 6_finish.rpt
kind | endpoint | from | cells after the start | slack, ps
max | RD[13] | A[2] | 3 | 3280
min | RAM[-1][8] | WD[8] | 1 | 1830
## sequential cells by signal, summed over array words and instances, names as in the netlist
signal   cells
RAM         32
RAM[-1]     32
## final cells by class
class | count | area (sq um) | area share (%)
Sequential cell | 64 | 1920 | 51.9
Timing Repair Buffer | 97 | 961 | 26.0
Multi-Input combinational cell | 53 | 517 | 14.0
Clock buffer | 9 | 124 | 3.35
Tap cell | 75 | 93.8 | 2.53
Clock inverter | 6 | 85.1 | 2.30
## layout by cell type, fill, tap and decap left out
cell and n:
mux2_2 32, clkdlybuf4s50_1 94, clkbuf_8 9, nand4_1 9
nor3_1 1, buf_2 1, clkinv_2 1, edfxtp_1 64
and4_1 1, nor4b_1 1, nor4_1 6, clkinv_1 1
buf_4 2, clkinv_4 1, nor2_4 1, bufinv_16 2
clkinvlp_4 1, or4_1 1, nor4_4 1
## Yosys cell counts, drive strengths merged
cell type	n	share of area, %
edfxtp	64	79
nand4	9	2.3
buf	4	0.92
nor2	1	0.15
nor3	1	0.20
or4	1	0.31
nor4	7	2.0
mux2	32	15
and4	1	0.36
nor4b	1	0.36
## layer usage
layer | vias to the layer above | track usage (%) | wire length, um
li1 | 705 | - | -
met4 | 0 | 2.32 | 31
met2 | 72 | 23.2 | 2190
met3 | 2 | 4.61 | 396
met1 | 725 | 25.3 | 2020
met5 | - | 0 | 0
## stage by stage
step / utilization [%] / hold slack [ps] / setup slack [ps] / instances / area (sq um)
after global placement: 59.0 / 2160 / 3280 / 289 / 3490
after CTS: 62.5 / 1810 / 3230 / 304 / 3700
after floorplan: - / 1680 / 3280 / 121 / 2440
final: 62.5 / 1830 / 3280 / 304 / 3700
after detailed placement: 59.0 / 2160 / 3250 / 289 / 3490
after global routing: 62.5 / 1810 / 3180 / 304 / 3700
## power by group through the flow
stage | Clock, mW | Combinational (mW) | Sequential [mW]
6_report | 0.289 | 0.0544 | 0.373
5_1_grt | 0.315 | 0.0583 | 0.373
4_1_cts | 0.295 | 0.0550 | 0.373
## cells by family (layout without fill, tap and decap cells)
logic type,count (synthesis),in the layout,synth area share [%]
mux,32,32,14.7
flops,64,64,78.6
simple gates,21,21,5.73
buf+inv,4,112,0.921
Power figures rest on the tool's default switching activity, not on a simulated workload.
