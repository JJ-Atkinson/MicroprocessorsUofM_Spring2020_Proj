==> design.v <==
module ALU #(parameter N = 32)(A,B,F,Y, Ovf, Zero);
	input logic [N-1:0] A,B;
	input logic [2:0] F;
	output logic [N-1:0] Y;
	output logic Ovf, Zero;
	logic [N-1:0] sum,Bout;
	wire [N-1:0] Temp;
assign Bout = F[2]? ~B:B;      
assign sum = A + Bout + F[2];  
	assign Zero = (Y=={N{1'b0}});         
assign Temp = {1'b0,A}+{1'b0,Bout};
	assign Ovf = Temp[N];
	assign Zero = Y == 0;
always @ (*)
	case(F[1:0])
		2'b00 : Y = A & Bout;  
		2'b01 : Y = A | Bout;  
		2'b10 : Y = sum;       
		2'b11 : Y = sum[N-1];   
	endcase
endmodule
==> run.sh <==
#!/bin/bash
# OpenROAD 26Q1-2900-gdf79404cd8, Yosys 0.63+post, stock flow scripts
make -C /OpenROAD-flow-scripts/flow DESIGN_CONFIG=/design/flow/config.mk WORK_HOME=/design/flow/orfs finish
==> config.mk <==
export PLATFORM = sky130hd
export DESIGN_NAME = ALU
export DESIGN_NICKNAME = ALU
export VERILOG_FILES = /design/flow/design.v
export SDC_FILE = /design/flow/constraint.sdc
export NUM_CORES = 4
export LEC_CHECK = 1
export CORE_UTILIZATION = 30
==> constraint.sdc <==
current_design ALU

set clk_period 11.5
set clk_io_pct 0.2

create_clock -name clk0 -period $clk_period

set non_clock_inputs [all_inputs -no_clocks]
set_input_delay [expr $clk_period * $clk_io_pct] -clock clk0 $non_clock_inputs
set_output_delay [expr $clk_period * $clk_io_pct] -clock clk0 [all_outputs]
==> results.yml <==
# synthesis and place-and-route metrics
outcome:
  status: "completed"
route:
  vias: 3511
  dr.first_iter.drc_count: 148
  wl_per_cell_um: 14.8
  drt-total-wl_mm: 10.4
  vias_per_cell: 4.98
  ant_nets: 0
  n_antenna_cell: 0
  drc: 0
  dr.pass1.iters: 4
floorplan:
  core_region_area_mm2: 0.0104
  fp.dieW_um: 106
  pin_count: 101
  fp-row-count: 37
  fp_util: 0.312
  die_area_mm2: 0.0112
  die-height_um: 106
synth:
  postSynthAreaPerCell_um2: 6.69
  yosys_cells: 483
  syn_inst: 483
  syn_area_mm2: 0.00323
  ys_seq_frac: 0
  yosys_area_mm2: 0.00323
  yosys_warnings: 3
  top_area_frac: 0.248
  yosys-top-cells-area: "ha_1 (25%), xor2_1 (11%), inv_1 (8.7%)"
  synthDistinctLibCells: 59
  synth_area_leader_cell: "ha_1"
power_and_ir_drop:
  p_comb_frac: 1.000
  p_sw_frac: 0.513
  switchingPower_uw: 140
  leakage_uw: 0.00207
  seq_power_share: 0
  intPower_uw: 133
  vdd_drop_max_uv: 19.8
  power_density_mw_per_mm2: 62.5
  total_power_uw: 272
  clock_power_share: 0
sta:
  slew_headroom: 0.425
  maxSlewViolCount: 0
  max_freq_ghz: 0.107
  fin_crit_sh: 0.813
  hold_viol_final: 0
  tightest_slew_ps: 860
  setup_violations: 0
  rsz0062_at_grt: "no"
  tns_ps: 0
  finalCriticalPeriod_ps: 9350
finish:
  drive_gt1_frac: 0.0264
  clock_buffers: 0
  final_cells: 705
  lay_top_count: "clkdlybuf4s50_1"
  mostFrequentLayoutCells: "clkdlybuf4s50_1 (99), inv_1 (75), ha_1 (64), a21oi_1 (48), xor2_1 (42)"
  flop_area_um2: 0
  final_area_mm2: 0.00436
  ff_count: 0
  layout-area-overhead-vs-synth_pct: 34.8
clock_tree:
  holdBufCountCts: 0
  post_cts_buffers: 0
  cts_resized: 0
global_route:
  grt_max_degree: 28
  antenna_found_initial: 0
  grt_first_pass_wirelength_mm: 16.9
  grt_util_all_layers: 0.189
  overflow: 0
  first_global_vias: 3380
placed_design:
  dpl.cell_count: 705
  dpl.hpwl_mm: 8.58
  postPlaceCellArea_mm2: 0.00436
  place.gp.congestion: 0.892
  port-buffer-count: 100
setup_path:
  critPathLaunchType: "input port"
  end_kind: "primary output"
  arrival_ps: 7050
  critPathRequiredTime_ps: 9200
  critical_path_class: "in -> out"
  worstPathMaxFanout: 21
job:
  drv_cap: 0
  warnings: 64
hold_path:
  min_path_type: "in -> out"
## layout make-up
type                            count  area, um2
Fill cell                        1078       6010
Multi-Input combinational cell    389       2870
Timing Repair Buffer              105       1030
Inverter                           75        282
Tap cell                          136        170
## cell families after synthesis
group / Yosys count / synth area share
AND-OR/OR-AND: 150 / 0.292
XOR/XNOR: 60 / 0.163
adder cells (fa/ha/maj): 65 / 0.254
buffers and inverters: 94 / 0.111
multiplexers: 7 / 0.0221
other: 1 / 0.00116
AND/OR/NAND/NOR: 106 / 0.157
## per-layer routing
layer	track usage	share of wire	vias to the layer above
li1	-	-	1838
met1	0.263	0.46	1562
met2	0.329	0.47	103
met3	0.0132	0.057	8
met4	0.0238	0.012	0
met5	0	0	-
## power groups by stage
stage | Combinational [uW] | Clock [uW] | Sequential (uW)
CTS | 274 | 0 | 0
global route | 303 | 0 | 0
finish | 272 | 0 | 0
## per-stage QoR
stage | utilization | hold slack, ps | setup WS (ps)
3_5_place_dp | 0.420 | 5750 | 2140
2_1_floorplan | - | 4810 | 3460
6_report | 0.420 | 5750 | 2150
5_1_grt | 0.420 | 5790 | 1760
3_3_place_gp | 0.420 | 5750 | 2200
4_1_cts | 0.420 | 5750 | 2140
## worst max-delay path: stages
cell and delay [ps]:
buf_2 350, buf_4 410, xor2_1 230, inv_1 60, ha_1 370, and3_1 260
a221oi_2 370, nor3_1 80, o31ai_1 200, o22ai_1 170, or4_1 550, nor4_1 370
and4_1 300, nand4b_1 100, nor3_1 190, nor4b_2 220, clkdlybuf4s50_1 490
## cell usage after synthesis, types with 2 or more instances
cell type and n:
inv_1 75, ha_1 64, a21oi_1 48, xor2_1 42, nor2_1 35, nand2_1 33
o21ai_0 27, xnor2_1 18, o22ai_1 13, a21o_1 10, clkbuf_1 10, o21ai_1 10
a31oi_1 7, buf_1 6, mux2i_1 6, nand4_1 6, a211oi_1 5, and3_1 5
nand3_1 5, nor3_1 5, o211ai_1 5, o21bai_1 5, and2_1 2, and4_1 2
buf_2 2, nor4_1 2, o221ai_1 2, or3_1 2
## path summary, 6_finish.rpt
| check | from | end | slack [ps] | depth (start not counted) |
|---|---|---|---|---|
| worst max-delay path | F[2] | Zero | 2150 | 17 |
| worst min-delay path | A[2] | Y[2] | 5750 | 5 |
Power is estimated from default activity; no workload was simulated.
