**/design/flow/config.mk**
```make
export PLATFORM = sky130hd
export DESIGN_NAME = regfile
export DESIGN_NICKNAME = regfile
export VERILOG_FILES = /design/flow/design.v
export SDC_FILE = /design/flow/constraint.sdc
export NUM_CORES = 4
export LEC_CHECK = 1
export CORE_UTILIZATION = 40
```
**/design/flow/constraint.sdc**
```tcl
current_design regfile

set clk_period 7.4
set clk_io_pct 0.2

create_clock -name clk0 -period $clk_period [get_ports {clk}]

set non_clock_inputs [all_inputs -no_clocks]
set_input_delay [expr $clk_period * $clk_io_pct] -clock clk0 $non_clock_inputs
set_output_delay [expr $clk_period * $clk_io_pct] -clock clk0 [all_outputs]
```
**/design/flow/design.v**
```verilog
module regfile (input logic clk,
			    input logic we3,
				input logic [4:0] ra1, ra2, wa3,
				input logic [31:0] wd3,
				output logic [31:0] rd1, rd2);
logic [31:0] rf[31:0];
always @ (posedge clk)
	if (we3) rf[wa3] <= wd3;
	assign rd1 = (ra1 != 0) ? rf[ra1] : 0;
	assign rd2 = (ra2 != 0) ? rf[ra2] : 0;
endmodule
```
**/design/flow/run.sh**
```bash
#!/bin/bash
# OpenROAD 26Q1-2900-gdf79404cd8, Yosys 0.63+post, stock flow scripts
make -C /OpenROAD-flow-scripts/flow DESIGN_CONFIG=/design/flow/config.mk WORK_HOME=/design/flow/orfs finish
```
==> git commit body <==
Store results of the implementation flow

* Run status: finished, final reports clean
* Worst hold-check path type: in2reg
- CTS placed an instance of clkbuf_16 at the clock tree root.
- Worst setup path class: in2out
- Area growth, synth to finish: 15.0%
* Die Y-Extent: 345 µm
- The DRC violation total left in the routed layout is recorded as 0.
* Antenna violations before repair: 9
- Of the available clock period, the critical path in the final layout requires 90.3%.
* Top-level I/O count: 113
- TritonCTS built the clock tree.
- The routed design could run at a clock period as short as 6.68 ns.
* Register clock-pin slew on the reported worst setup and hold paths: 0.06 ns
* Int Power: 10.0 mW
* Total power divided by cell area: 241 nW/µm²
- Detailed-routing wirelength on met1: 43.9 mm
- Sequential element share of the synthesized area: 65.5%
- Fp_density: 40.4%
- Counting flops and latches in the post-synthesis netlist gives 1024.
- The commonest cells after synthesis are edfxtp_1, mux4_2, mux2i_1.
* Number of design-rule violations left by the first detailed-router iteration: 1706
- Per the OpenROAD power report, leakage power amounts to 17.3 nW.
- Number of setup violations in the final report: 0
- After floorplanning, the core was sized to cover 116000 µm².
- Setup total negative slack: 0 ns
* Number of cells upsized or downsized after cts: 0
- Nets still carrying antenna violations after routing amount to 0.
- Vias in the first global route: 30200
- Synthesized area divided by synthesized cell count: 19.6 µm²
- Per the hold report, the tightest min-delay path originates at wd3[19].
* Die Footprint: 119000 µm²
- Cell depth of the worst hold path: 2
* Via density per instance: 6.39
* Final slew viol count: 0
- CP endpoint kind: primary output
- Power share of the sequential group: 49.9%
- Element type at the critical path start: primary input
- Ranking of synthesized cells by area: edfxtp_1, mux4_2, mux2i_1
- Data required time at the worst endpoint: 5.92 ns
- Fraction of final layout cells with drive strength greater than 1: 29.9%
- Number of rows in the core area: 125
- Top Metal Used: met5
- Last weighted congestion value of the routability-driven placer: 0.931
- Summed over all layers, the global routing overflow is 0.
* Synth Warn #: 1
- Counting flops per register, the top entry is rf.
* Peak VDD IR: 0.209 mV
* Met3 routed wirelength: 30.4 mm
- The registers reported with the highest flop counts are rf: 1024 flops.
- The slew check shows that the tightest pin keeps a relative margin of 20.4%.
- Post-synthesis cell type with the largest combined area: edfxtp_1
* Count of buffers from port buffering: 112
- Clock H-tree levels: 3
- Combinational cells account for 9.2% of the total power.
* Critical path fanouts, max: 21
* Main flop type: edfxtp_1
- The first global-routing pass estimated 214 mm of wire.
* Clock Sink Count: 1024
- Total net switching power: 2.99 mW
- Max Clock Freq: 150 MHz
* Number of warnings in the stage logs: 26
- Before antenna repair, the detailed router went through 5 iterations.
- Synthesized instance count: 2400
* Hold Path End: rf[1][19]
* Setup Buffers After CTS: 0
- After synthesis, the chip area reported by Yosys is 47000 µm².
* Overall routing resource usage: 28.3%
- Cell total in the yosys stat output: 2400
* Final count of hold timing violations: 0
- Number of hold-repair buffers added at the cts stage: 0
- Timing analysis after detailed placement gives a worst setup slack of 0.790 ns.
- RSZ-0062 raised after global routing: false
* Number of flip-flops under the largest register name: 1024
- TritonCTS Buffers: 105
* Net Sw Frac: 23.0%
- Dominant cell by count in the synthesized netlist: edfxtp_1
- Horiz. Die Dim: 345 µm
* Number of flops mapped to enable cells by yosys: 1024
- Vias after detailed routing: 26700
* Critical Path AT: 5.20 ns
- Netlist area before placement: 47000 µm²
* Portion of synthesized cell area occupied by the leading cell type: 65.5%
- Relative contribution of the clock network to total power: 40.9%
* Total wirelength of the detailed-routed design: 151 mm
- # Max-Cap Violations: 0
- In this run the deepest clock path goes through 3 buffers.
- Routed length per placed instance: 36.2 µm
* Largest net degree at the start of global routing: 77
- The pin closest to its max-slew limit shows a slew of 1.18 ns.
- Final critical-path setup slack: 0.717 ns
- The detailed router reports a met2 wire length of 70.4 mm.
- Number of distinct library cells after synthesis: 40
- For this run the detailed placement stage logged an HPWL of 95.2 mm.
- Async set-reset flop share out of synthesis: 0%
-- layout by cell type (no fill, tap or decap), drive strengths merged, types with 33 or more instances in the layout --
cell,n
clkinv,62
mux2i,183
buf,148
a21oi,46
clkdlybuf4s50,105
clkbuf,113
nor3,33
a211oi,47
mux4,425
nand2,65
edfxtp,1024
o22ai,55
a22o,62
nor2,35
-- worst max path at each step --
stage / from / to / slack, ns / cells past startpoint
CTS: ra2[3] / rd2[12] / 0.78 / 7
global route: ra2[3] / rd2[6] / 0.59 / 7
finish: ra2[3] / rd2[12] / 0.72 / 7
-- metal layers --
metal  vias to the layer above  track usage, %
met2                      2168            41.3
li1                      10800               -
met5                         -            2.72
met4                        14            8.23
met1                     13400            29.9
met3                       337            25.0
-- kinds of logic (layout without fill, tap and decap cells) --
logic type / after synthesis / in the layout / synth area share, %
buf+inv: 226 / 475 / 2.31
other cells: 0 / 2 / 0
compound gates: 331 / 331 / 5.41
mux: 632 / 632 / 24.9
flops: 1024 / 1024 / 65.5
simple gates: 187 / 187 / 1.94
-- worst max-delay path, stage by stage --
cell	delay, ns
clkdlybuf4s50_1	0.68
or3b_2	0.88
buf_4	0.30
o221ai_1	0.19
a211oi_1	0.08
nor3_1	0.92
clkdlybuf4s50_1	0.65
-- final cells by class --
cell class | count | area (µm²)
Fill cell | 9447 | 62400
Sequential cell | 1024 | 30700
Multi-Input combinational cell | 1150 | 15400
Clock buffer | 113 | 2680
Timing Repair Buffer | 254 | 2350
Tap cell | 1524 | 1910
Clock inverter | 83 | 810
Inverter | 25 | 96.3
Antenna cell | 2 | 5.00
-- power by group through the flow --
stage     logic [mW]  clock network [mW]  registers [mW]
6_report        1.19                5.32            6.48
5_1_grt         1.26                5.58            6.49
4_1_cts         1.18                5.38            6.48
-- stage by stage --
| stage | instance area (µm²) | hold WS (ns) | utilization [%] | power, mW | cells |
|---|---|---|---|---|---|
| 5_1_grt | 54000 | 1.62 | 46.4 | 13.3 | 4173 |
| 3_3_place_gp | 50500 | 2.31 | 43.4 | 7.77 | 3976 |
| 3_5_place_dp | 50500 | 2.31 | 43.4 | 7.78 | 3977 |
| 4_1_cts | 54000 | 1.58 | 46.4 | 13.0 | 4173 |
| 2_1_floorplan | 47000 | 1.58 | - | 7.22 | 2400 |
| 6_report | 54000 | 1.61 | 46.4 | 13.0 | 4175 |
Power figures rest on the tool's default switching activity, not on a simulated workload.
